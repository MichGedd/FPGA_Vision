[/design/flow/run.sh]
#!/bin/bash
# OpenROAD 26Q1-2900-gdf79404cd8, Yosys 0.63+post, stock flow scripts
make -C /OpenROAD-flow-scripts/flow DESIGN_CONFIG=/design/flow/config.mk WORK_HOME=/design/flow/orfs finish
[/design/flow/config.mk]
export PLATFORM = sky130hd
export DESIGN_NAME = rgb_to_ycrcb
export DESIGN_NICKNAME = rgb_to_ycrcb
export VERILOG_FILES = /design/flow/design.v
export SDC_FILE = /design/flow/constraint.sdc
export NUM_CORES = 4
export LEC_CHECK = 1
export CORE_UTILIZATION = 50
[/design/flow/constraint.sdc]
current_design rgb_to_ycrcb

set clk_period 8.9
set clk_io_pct 0.2

create_clock -name clk0 -period $clk_period [get_ports {clk}]

set non_clock_inputs [all_inputs -no_clocks]
set_input_delay [expr $clk_period * $clk_io_pct] -clock clk0 $non_clock_inputs
set_output_delay [expr $clk_period * $clk_io_pct] -clock clk0 [all_outputs]
[/design/flow/design.v]
module rgb_to_ycrcb(input clk,
	input [7:0] r,   
	input [7:0] g,   
	input [7:0] b,   
	output reg [7:0] y,   
	output reg [7:0] cr,   
	output reg [7:0] cb);   
	wire [7:0] const_y_r = 8'h4c;   
	wire [7:0] const_y_g = 8'h96;   
	wire [7:0] const_y_b = 8'h24;   
	wire signed [8:0] const_cr_scale = 9'h0b6;   
	wire signed [8:0] const_cb_scale = 8'h090;   
	reg [15:0] y_product_r, y_product_g, y_product_b;
	always @(posedge clk) begin
		y_product_r <= r * const_y_r;
		y_product_g <= g * const_y_g;
		y_product_b <= b * const_y_b;
	end
	wire signed [16:0] y_signed = y_product_r + y_product_g + y_product_b;
	reg signed [16:0] r_sub_y, b_sub_y;
	reg [8:0] y_buffer;
	always @(posedge clk) begin
		y_buffer <= y_signed[16:8];
		r_sub_y <= {1'b0, r, {8{1'b0}}} - y_signed;
		b_sub_y <= {1'b0, b, {8{1'b0}}} - y_signed;
	end
	wire signed [24:0] cr_product =  r_sub_y * const_cr_scale + (128 << 16);
	wire signed [24:0] cb_product =  b_sub_y * const_cb_scale + (128 << 16);
	always @(posedge clk) begin
		cr <= cr_product[23:16];
		cb <= cb_product[23:16];
		if(y_buffer > 255) begin
			y <= 255;
		end else begin
			y <= y_buffer[7:0];
		end
	end
endmodule
==> impl_metrics.sql <==
-- metrics for the results database
INSERT INTO impl_metrics (metric_group, metric, value, unit) VALUES
('clock_network', 'tritoncts_num_sinks', '98', ''),
('timing', 'setup_tns', '0', 'ps'),
('grt', 'wire_length_of_the_first_global_routing_pass', '25300', 'um'),
('worst_setup_path', 'critical-path-max-stage-delay', '510', 'ps'),
('timing', 'max_slew_margin', '0.594', ''),
('worst_setup_path', 'depth_of_the_most_critical_reg_to_reg_path', '19', ''),
('worst_setup_path', 'timing.reg2reg.setup_slack', '4250', 'ps'),
('finish', 'comb_area', '5780', 'um^2'),
('floorplan', 'pin_count', '49', ''),
('finish', 'finish.utilization', '0.573', ''),
('timing', 'rsz_0062_raised_after_global_routing', 'no', ''),
('hold_path', 'min_to', 'b_sub_y[1]', ''),
('route', 'count_of_vias_placed_by_the_detailed_router', '5622', ''),
('clock_network', 'postCtsSetupRepairBufs', '0', ''),
('hold_path', 'holdCritPathClass', 'reg2reg', ''),
('timing', 'number_of_pins_exceeding_their_max_slew_limit_in_the_final_report', '0', ''),
('job', 'count_of_warning_messages_emitted_by_the_tools', '30', ''),
('grt', 'gr_peak_layer', 'met2', ''),
('route', 'tritonroute_pass_1_iters', '4', ''),
('grt', 'grt.met3_usage', '0.0260', ''),
('clock_network', 'worstSkewPairLatency', '350', 'ps'),
('clock_network', 'cts-resized-gates', '0', ''),
('finish', 'fin_area', '9440', 'um^2'),
('job', 'maxCapViolations', '0', ''),
('clock_network', 'clkTransAtPathRegs', '70', 'ps'),
('timing', 'min_period', '5010', 'ps'),
('clock_network', 'cts_tree', 'built', ''),
('placement', 'placed_cell_area', '9110', 'um^2'),
('timing', 'hold-worst-slack', '392', 'ps'),
('grt', 'grt_max_degree', '17', ''),
('worst_setup_path', 'start_kind', 'input pin', ''),
('grt', 'vias_in_the_first_global_route', '5565', ''),
('synth', 'ys_warn_count', '1', ''),
('synth', 'number_of_standard_cells_reported_by_yosys', '855', ''),
('timing', 'worst_clock_skew', '8.66', 'ps'),
('worst_setup_path', 'critical_path.cell_chain', 'clkdlybuf4s50_1 > ha_1 > ha_1 > inv_1 > fa_1 > fa_1 > inv_1 > ha_1 > inv_1 > o21bai_1 > a21oi_1 > o21ai_0 > o41ai_1 > xnor2_1', ''),
('floorplan', 'area_of_the_core_region', '16500', 'um^2'),
('placement', 'hpwl', '12400', 'um'),
('floorplan', 'die_h', '132', 'um'),
('synth', 'syn_area_cell', '9.82', 'um^2'),
('clock_network', 'cts_max_path_buffers', '2', ''),
('grt', 'initial_antenna_violation_count', '0', ''),
('grt', 'globalRoute.totalOverflow', '0', ''),
('route', 'remaining_drc_errors', '0', ''),
('synth', 'yosys-stat-area', '8390', 'um^2'),
('timing', 'maxClockFrequency', '199', 'MHz'),
('floorplan', 'die_w', '132', 'um'),
('placement', 'placement.io_buffers', '48', ''),
('finish', 'sequential_cell_area', '1960', 'um^2'),
('worst_setup_path', 'worst_r2r_endpoint', 'b_sub_y[15]', ''),
('worst_setup_path', 'timing.critical_path.slowest_stage_cell', 'fa_1', ''),
('timing', 'final-setup-viol-count', '0', ''),
('route', 'num_antenna_cells', '0', ''),
('grt', 'grtUsageMet2', '0.315', ''),
('clock_network', 'number_of_levels_the_h_tree_was_split_into', '3', ''),
('synth', 'yosysUniqueCellTypes', '63', ''),
('worst_setup_path', 'timing.setup.critical_path_class', 'in2reg', ''),
('grt', 'global_route.usage.met1', '0.271', ''),
('finish', 'drive_above_1_share', '0.0450', ''),
('route', 'route.detailed.wl_per_inst', '12.9', 'um'),
('floorplan', 'placementRows', '47', ''),
('worst_setup_path', 'endpoint_kind', 'flip-flop', ''),
('finish', 'num-fill-cells', '1394', ''),
('clock_network', 'cts.root.buffer_cell', 'clkbuf_16', ''),
('outcome', 'status', 'finished clean', ''),
('hold_path', 'min_from', 'y_product_g[1]', ''),
('synth', 'synth.cell_area', '8390', 'um^2');
==> worst max-delay path by stage <==
stage | cells past startpoint | slack, ps | endpoint | start
global route | 14 | 3620 | y_product_g[14] | g[3]
finish | 14 | 3890 | y_product_g[14] | g[4]
CTS | 14 | 3900 | y_product_g[14] | g[6]
==> cell usage after synthesis (5+ instances only) <==
cell | count | area share
a21o_1 | 14 | 0.013
nand3_1 | 12 | 0.0072
nor3_1 | 19 | 0.011
fa_1 | 65 | 0.16
clkbuf_1 | 5 | 0.0022
inv_1 | 162 | 0.072
nor2_1 | 45 | 0.020
dfxtp_1 | 98 | 0.23
and3_1 | 5 | 0.0037
a21oi_1 | 35 | 0.021
o21a_1 | 11 | 0.0098
and2_1 | 9 | 0.0067
nand2_1 | 16 | 0.0072
or2_2 | 12 | 0.0089
o211ai_1 | 5 | 0.0045
o21ai_0 | 16 | 0.0095
xnor2_1 | 49 | 0.051
o21bai_1 | 12 | 0.011
ha_1 | 173 | 0.26
xor2_1 | 24 | 0.025
a31oi_1 | 6 | 0.0045
==> flip-flops by register name, indices dropped and copies added, names as in the netlist <==
| register | count |
|---|---|
| cb | 8 |
| b_sub_y | 16 |
| y_product_g | 15 |
| y_buffer | 9 |
| cr | 8 |
| y_product_b | 12 |
| y | 8 |
| y_product_r | 13 |
| r_sub_y | 9 |
==> layer usage <==
layer / up-vias / part of all wire
li1: 2959 / -
met1: 2571 / 0.48
met2: 75 / 0.47
met3: 17 / 0.037
met4: 0 / 0.015
met5: - / 0
==> metrics by stage <==
step | setup slack, ps | std cells
floorplan | 4230 | 855
global placement | 3550 | 1115
detailed placement | 3530 | 1115
CTS | 3900 | 1131
global route | 3620 | 1131
finish | 3890 | 1131
==> cell type report <==
class | count | share of cell area
timing repair buffer | 48 | 0.0509
inverter | 162 | 0.0644
multi-input combinational | 587 | 0.613
tap | 220 | 0.0292
sequential | 98 | 0.208
clock buffer | 11 | 0.0257
clock inverter | 5 | 0.00901
==> critical path: cells and delay by family <==
family | cells | cell delay [ps]
AND-OR/OR-AND | 4 | 790
XOR/XNOR | 1 | 160
adder cells (fa/ha/maj) | 5 | 1920
buffers and inverters | 4 | 640
==> cells in the final DEF, fill, tap and decap left out, types with 9 or more instances in the layout <==
| master | instances |
|---|---|
| a21oi_1 | 35 |
| o21bai_1 | 12 |
| a21o_1 | 14 |
| nand3_1 | 12 |
| xor2_1 | 24 |
| ha_1 | 173 |
| inv_1 | 162 |
| o21ai_0 | 16 |
| and2_1 | 9 |
| clkbuf_16 | 9 |
| clkdlybuf4s50_1 | 48 |
| xnor2_1 | 49 |
| dfxtp_1 | 98 |
| nand2_1 | 16 |
| nor2_1 | 45 |
| fa_1 | 65 |
| or2_2 | 12 |
| o21a_1 | 11 |
| nor3_1 | 19 |
==> logic make-up (layout without fill, tap and decap cells) <==
| logic type | Yosys count | in the layout | synth area share |
|---|---|---|---|
| adders and majority gates | 242 | 242 | 0.418 |
| buffers and inverters | 170 | 226 | 0.0772 |
| and+or+nand+nor | 138 | 138 | 0.0820 |
| AOI/OAI and AO/OA | 131 | 131 | 0.108 |
| DFF | 98 | 98 | 0.234 |
| xor gates and xnor gates | 74 | 74 | 0.0781 |
| muxes | 2 | 2 | 0.00253 |
